$ cat design/flow/design.v
`timescale 1ns / 1ps
module control_mux    
    #(parameter N=4)
    (input logic   clk, reset,
    output logic [N-1:0]count);
    always_ff @(posedge clk) begin
        if(reset=='d1)
            count <= 'd0;
        else if(count<='d7)
            count <= count + 'd1;
        else
            count<='d0;    
    end            
  endmodule
$ cat design/flow/run.sh
#!/bin/bash
# OpenROAD 26Q1-2900-gdf79404cd8, Yosys 0.63+post, stock flow scripts
make -C /OpenROAD-flow-scripts/flow DESIGN_CONFIG=/design/flow/config.mk WORK_HOME=/design/flow/orfs finish
$ cat design/flow/config.mk
export PLATFORM = sky130hd
export DESIGN_NAME = control_mux
export DESIGN_NICKNAME = control_mux
export VERILOG_FILES = /design/flow/design.v
export SDC_FILE = /design/flow/constraint.sdc
export NUM_CORES = 4
export LEC_CHECK = 1
export CORE_AREA = 10 10 70 70
export DIE_AREA = 0 0 80 80
$ cat design/flow/constraint.sdc
current_design control_mux

set clk_period 1.2
set clk_io_pct 0.2

create_clock -name clk0 -period $clk_period [get_ports {clk}]

set non_clock_inputs [all_inputs -no_clocks]
set_input_delay [expr $clk_period * $clk_io_pct] -clock clk0 $non_clock_inputs
set_output_delay [expr $clk_period * $clk_io_pct] -clock clk0 [all_outputs]
==> CHANGELOG.md <==
## Implementation

* Largest net degree at the start of global routing at 5
* Final wirelength at 399 um
* Largest Register: count
* First-pass GRT wire length at 634 um
* Vias per cell at 1.94
* GRT Util Overall at 0.0146
* Final slew viol count at 0
* GR Layer Usage met2 at 0.0120
* Setup ws final at 149 ps
* Share of cells above drive strength 1 at 0.455
* Biggest regs: count x4
* Worst slack, placed at 115 ps
* CP Launch Type: flip-flop
* CTS tree: built
* Crit Path Category: flip-flop to output pin
* Number of H-tree levels at 1
* Cell Chain, Critical Path: dlygate4sd2_1
* Placed Instances at 63
* Registers, synthesis at 4
* Max FFs per register at 4
* Clk slew on worst S/H paths at 40 ps
* Slew headroom at 0.870
* PwrDens at 1250 mW/mm^2
* Status: completed
* GP Congestion at 0.647
* Pre-Place Util at 0.0392
* Die area at 0.00640 sq mm
* Hold bufs inserted after CTS at 0
* Die width at 80 um
* Top Usage Layer GRT: met3
* Cell Area, Synth at 134 sq um
* Crit path largest cell delay at 330 ps
* Yosys warns at 1
* Crit path max fanout at 2
* Hold Violations, Final at 0
* Antenna Nets Post-Route at 0
* IO Port Bufs at 5
* Worst Hold Class: flip-flop to flip-flop
* Row cnt at 21
* Crit path capture type: output pin
* Via Count at 132
* P_leak at 0.000116 uW
* Clk latency late pin at 240 ps
* Clock Path Buffers at 2
* Root Buffer: clkbuf_4
* Finished Layout Cells at 68
* Diodes inserted at 0
* Required @ worst endpoint at 960 ps
* Post-synthesis cell count at 11
* Drt pass-1 iters at 2
* Least-Margin Pin Slew at 194 ps
* Total grt overflow at 0
* DR iter-0 viols at 19
* Largest delay share family, worst path: flip-flops
* Final period utilization at 0.875
* DIE HEIGHT at 80 um
* Hpwl dp at 309 um
* Initial antenna violation count at 0
* RSZ-0062 raised after global routing: no
* Buf/Inv on CP at 1
* Final Critical Period at 1050 ps
* GRT met3 Usage at 0.0341
* Yosys cell count at 11
* Total negative slack at 0 ps
* VDD IR max at 0.000196 V
* # DRC at 0
* Num CTS Buffers at 3
* Total of fill cells in the finished design at 402
* P&R area growth vs syn at 113%
* Register share after synthesis at 0.598
* CTS Sinks at 4
* Unique masters post-synth at 7
* Yosys chip area at 134 sq um
* Setup violators final at 0
* Fin Clk Skew at 0.397 ps
* Core area at 0.00342 sq mm
* Syn Area/Cell at 12.2 sq um
* Vias in the first global route at 139
* Critical path arrival at 810 ps
* Max cap viols at 0
* Tool warning count at 25
* Critical-path cell with the highest stage delay: dfxtp_1
* Wire per inst at 5.87 um
* Fmax at 952 MHz
* GR met1 Demand/Resource at 0.00998
* IO Count at 6
-- synthesized netlist by cell type --
library cell / n / area share
ha_1: 1 / 0.093
nor3_2: 1 / 0.075
nor3b_1: 1 / 0.056
nand3_1: 1 / 0.037
dfxtp_1: 4 / 0.60
xnor2_1: 1 / 0.065
nor3_1: 2 / 0.075
-- power by group --
part	switching (uW)	internal, uW	leakage (uW)
Sequential	5.21	144	0.0000338
Combinational	12.5	26.1	0.0000681
Clock	56.9	112	0.0000138
-- cells in the final DEF (no fill, tap or decap) --
master / n
ha_1: 1
buf_4: 3
dlygate4sd2_1: 4
dfxtp_2: 3
nand3_1: 1
clkdlybuf4s50_1: 1
xnor2_1: 1
nor3_1: 2
nor3_2: 1
dfxtp_1: 1
nor3b_1: 1
clkbuf_4: 3
-- cell families after synthesis --
kind of cell,after synthesis,synth area share
XOR/XNOR,1,0.0654
AND/OR/NAND/NOR,5,0.243
flip-flops,4,0.598
adder cells (fa/ha/maj),1,0.0934
-- final timing paths --
kind / start / end / slack [ps] / cells after the start
setup / recovery: count[3] / count[3] / 150 / 1
hold / removal: count[0] / count[0] / 440 / 1
setup reg to reg: count[1] / count[2] / 220 / 4
hold reg to reg: count[0] / count[0] / 440 / 1
-- metrics by stage --
| step | util | hold WS (ps) | cell area, sq um | power (uW) |
|---|---|---|---|---|
| floorplan | - | 311 | 134 | 161 |
| global placement | 0.0729 | 467 | 249 | 184 |
| detailed placement | 0.0729 | 480 | 249 | 187 |
| CTS | 0.0835 | 437 | 285 | 366 |
| global route | 0.0835 | 457 | 285 | 382 |
| finish | 0.0835 | 436 | 285 | 357 |
-- final cells by class --
class                           count  area [sq um]  share of cell area
Timing Repair Buffer                8          67.6               0.237
Tap cell                           46          57.6               0.202
Clock buffer                        3          22.5              0.0789
Sequential cell                     4          83.8               0.294
Multi-Input combinational cell      7          53.8               0.189
-- what timing repair did --
item / 4_1_cts / 5_1_grt
endpoints found under the setup margin: 4 / 0
setup buffers: 2 / 0
resized: 7 / 0
-- per-layer routing --
metal / up-vias / routed length, um / part of all wire
met3: 2 / 170 / 0.43
met2: 9 / 92 / 0.23
li1: 62 / - / -
met4: 0 / 8 / 0.020
met5: - / 0 / 0
met1: 59 / 128 / 0.32
Power and IR drop assume default switching activity.
