File: design.v
`timescale 1ns / 1ps
module S4_Actividad2(
    input logic clock_100M, reset,
    output logic clock_out_50M, clock_out_30M, clock_out_10M, clock_out_1M
    );
    trans_reloj  #(100_000_000,1_000_000) reloj1(.clk_in(clock_100M),.reset(reset),.clk_out(clock_out_1M));
    trans_reloj  #(100_000_000,10_000_000) reloj10(.clk_in(clock_100M),.reset(reset),.clk_out(clock_out_10M));
    trans_reloj  #(100_000_000,30_000_000) reloj30(.clk_in(clock_100M),.reset(reset),.clk_out(clock_out_30M));
    trans_reloj  #(100_000_000,50_000_000) reloj50(.clk_in(clock_100M),.reset(reset),.clk_out(clock_out_50M));
endmodule
`timescale 1ns / 1ps
module trans_reloj
#(parameter frec_ent = 100_000_000, frec_sal = 50_000_000)
 (input logic clk_in,
  input logic reset,
  output logic clk_out
  );
  localparam COUNT_MAX = (frec_ent)/(2*frec_sal);
  localparam DELAY_WIDTH = $clog2(COUNT_MAX);
  logic [DELAY_WIDTH-1:0] counter = 'd0;
  always_ff @(posedge clk_in) begin
    if (reset == 'd1) begin 
       counter <= 'd0;
       clk_out <= 'd0;
       end 
    else if (counter == COUNT_MAX-1) begin
       counter <= 'd0;
       clk_out <= ~clk_out;
       end
    else begin 
       counter <= counter + 1;
       clk_out <= clk_out;
       end
  end
endmodule
File: run.sh
#!/bin/bash
# OpenROAD 26Q1-2900-gdf79404cd8, Yosys 0.63+post, stock flow scripts
make -C /OpenROAD-flow-scripts/flow DESIGN_CONFIG=/design/flow/config.mk WORK_HOME=/design/flow/orfs finish
File: config.mk
export PLATFORM = sky130hd
export DESIGN_NAME = S4_Actividad2
export DESIGN_NICKNAME = S4_Actividad2
export VERILOG_FILES = /design/flow/design.v
export SDC_FILE = /design/flow/constraint.sdc
export NUM_CORES = 4
export LEC_CHECK = 1
export CORE_AREA = 10 10 76 76
export DIE_AREA = 0 0 86 86
File: constraint.sdc
current_design S4_Actividad2

set clk_period 2.1
set clk_io_pct 0.2

create_clock -name clk0 -period $clk_period [get_ports {clock_100M}]

set non_clock_inputs [all_inputs -no_clocks]
set_input_delay [expr $clk_period * $clk_io_pct] -clock clk0 $non_clock_inputs
set_output_delay [expr $clk_period * $clk_io_pct] -clock clk0 [all_outputs]
==> node_exporter_impl.prom <==
# HELP chip_impl_metric Metrics from one implementation run
# TYPE chip_impl_metric gauge
chip_impl_metric{name="placement_rows",unit=""} 23
chip_impl_metric{name="antenna_violating_nets_left",unit=""} 0
chip_impl_metric{name="openroad.warnings",unit=""} 27
chip_impl_metric{name="synth.distinct_cells",unit=""} 19
chip_impl_metric{name="yosys.stat.seqShare",unit="%"} 50.0
chip_impl_info{name="clock-root-buffer",value="clkbuf_8"} 1
chip_impl_metric{name="die_h",unit="um"} 86
chip_impl_metric{name="dp_hpwl",unit="um"} 777
chip_impl_metric{name="syn_to_final_growth",unit="%"} 22.8
chip_impl_info{name="worst_setup_path_start_kind",value="register"} 1
chip_impl_info{name="worst_hold_path_type",value="reg -> reg"} 1
chip_impl_metric{name="critical_path_peak_fanout",unit=""} 2
chip_impl_metric{name="maximum_operating_frequency",unit="MHz"} 664
chip_impl_metric{name="fp.coreArea",unit="um2"} 4120
chip_impl_metric{name="post_cts_resized",unit=""} 0
chip_impl_metric{name="worst_hold_slack",unit="ps"} 417
chip_impl_metric{name="ys_seq_elements",unit=""} 17
chip_impl_info{name="post-synth-top-count-cell",value="dfxtp_1"} 1
chip_impl_metric{name="post-cts-setup-buffer-count",unit=""} 0
chip_impl_metric{name="cts_htree_levels",unit=""} 1
chip_impl_metric{name="die.size.x",unit="um"} 86
chip_impl_metric{name="drive_above_1_share",unit="%"} 9.21
chip_impl_metric{name="final_min_period_over_clock_period",unit="%"} 71.8
chip_impl_metric{name="syn-instance-count",unit=""} 68
chip_impl_metric{name="wl_per_cell",unit="um"} 8.28
chip_impl_metric{name="drt_first_pass_iters",unit=""} 3
chip_impl_metric{name="drt_iter0_markers",unit=""} 15
chip_impl_metric{name="timing_worst_slew_pin_value",unit="ps"} 460
chip_impl_metric{name="fp_util",unit="%"} 16.5
chip_impl_info{name="synth.top_cells.by_area",value="dfxtp_1, ha_1, nor2_1"} 1
chip_impl_metric{name="leakagePower",unit="nW"} 0.323
chip_impl_metric{name="drt_drc_violations_left",unit=""} 0
chip_impl_metric{name="grt_pass1_vias",unit=""} 478
chip_impl_metric{name="clk_pin_slew_worst_paths",unit="ps"} 70
chip_impl_metric{name="grt_start_max_net_pins",unit=""} 12
chip_impl_metric{name="vias",unit=""} 447
chip_impl_info{name="yosys-top-cells-count",value="dfxtp_1, nor2_1, inv_1, ha_1"} 1
chip_impl_info{name="rsz_0062_raised_after_global_routing",value="false"} 1
chip_impl_metric{name="cp_slowest_stage_delay",unit="ps"} 490
chip_impl_metric{name="gr-usage-all-layers",unit="%"} 3.02
chip_impl_metric{name="dieArea",unit="um2"} 7400
chip_impl_metric{name="cap_violations",unit=""} 0
chip_impl_metric{name="final-max-slew-violation-count",unit=""} 0
chip_impl_metric{name="initial_antenna_violation_count",unit=""} 0
chip_impl_metric{name="yosys.area.top_type_share",unit="%"} 50.0
chip_impl_metric{name="final-setup-viol-count",unit=""} 0
chip_impl_metric{name="grt_ovf",unit=""} 0
chip_impl_metric{name="slew_headroom",unit="%"} 69.2
chip_impl_metric{name="tns_setup",unit="ps"} 0
chip_impl_metric{name="synthesis.area_per_instance",unit="um2"} 10.0
chip_impl_metric{name="worst_ep_arrival_time",unit="ps"} 1090
chip_impl_info{name="critical_path_class",value="reg -> out"} 1
chip_impl_metric{name="final-hold-violation-count",unit=""} 0
chip_impl_metric{name="vdd_ir_drop_max",unit="mV"} 0.225
chip_impl_info{name="run_status",value="finished clean"} 1
chip_impl_metric{name="cts.sink_count",unit=""} 17
chip_impl_metric{name="final_period_minus_worst_setup_slack",unit="ps"} 1510
chip_impl_info{name="synth_area_leader_cell",value="dfxtp_1"} 1
chip_impl_info{name="ff_type",value="dfxtp_1"} 1
chip_impl_info{name="cp_cell_sequence",value="clkdlybuf4s50_1"} 1
chip_impl_metric{name="crit_required",unit="ps"} 1680
chip_impl_metric{name="gp_congestion",unit=""} 0.759
chip_impl_metric{name="antenna-diode-count",unit=""} 0
chip_impl_metric{name="synth_warnings",unit=""} 4
chip_impl_info{name="worst_path_max_delay_cell",value="clkdlybuf4s50_1"} 1
chip_impl_metric{name="fin_worst_skew",unit="ps"} 4.11
chip_impl_metric{name="synth_async_sr_flop_share",unit="%"} 0
chip_impl_metric{name="edf_count",unit=""} 0
chip_impl_metric{name="post_drt_via_cell_ratio",unit=""} 3.55
chip_impl_metric{name="yosys_cells",unit=""} 68
chip_impl_metric{name="netlist_area",unit="um2"} 681
chip_impl_metric{name="numPortBuffers",unit=""} 5
chip_impl_info{name="cp-end-kind",value="output port"} 1
chip_impl_metric{name="io_pins",unit=""} 6
chip_impl_metric{name="powerDensity",unit="nW/um2"} 748
chip_impl_metric{name="grt_first_pass_wirelength",unit="um"} 1910
chip_impl_info{name="tritoncts_clock_tree",value="done"} 1
chip_impl_metric{name="path_buffers",unit=""} 1
chip_impl_metric{name="postCtsHoldBufs",unit=""} 0
chip_impl_metric{name="ys_area",unit="um2"} 681
chip_impl_metric{name="wirelength",unit="um"} 1040
chip_impl_metric{name="clockBufferDepth",unit=""} 2
chip_impl_metric{name="insertion_delay",unit="ps"} 250
chip_impl_info{name="cp_top_family",value="buffers and inverters"} 1
chip_impl_metric{name="numCtsBuffers",unit=""} 3
-- sequential cells by signal (all words and copies together), names as in the netlist --
register / count
reloj1.counter: 6
reloj10.counter: 3
reloj1.clk_out: 1
reloj10.clk_out: 1
reloj30.clk_out: 1
reloj30.counter[-1]: 1
reloj30.counter: 1
reloj50.clk_out: 1
reloj50.counter[-1]: 1
reloj50.counter: 1
-- cells in the final DEF (no fill, tap or decap), drive strengths merged --
cell type / n
nor2: 9
nand4b: 1
inv: 8
o21ai: 2
xor2: 3
and2: 2
ha: 6
o21bai: 1
nand3: 2
or3: 2
clkinv: 1
nor3b: 3
clkbuf: 3
xnor2: 3
nor3: 2
clkdlybuf4s50: 5
nand2: 2
a21oi: 4
dfxtp: 17
-- per-layer routing --
metal | vias up | share of wire, % | global-route usage (%)
li1 | 237 | - | -
met1 | 203 | 50 | 3.52
met2 | 5 | 41 | 4.80
met3 | 2 | 5.3 | 1.14
met4 | 0 | 3.9 | 1.35
met5 | - | 0 | 0
-- cell type report --
class                   count  area [um2]
clock buffers               3        41.3
flip-flops and latches     17         340
repair buffers              5        50.0
fillers                   438        3280
inverters                   8        30.0
well taps                  50        62.6
multi-input cells          42         307
clock inverters             1        5.00
-- kinds of logic (layout without fill, tap and decap cells) --
group | count (synthesis) | after routing | synth area share [%]
xor+xnor | 6 | 6 | 7.72
flops | 17 | 17 | 50.0
compound gates | 7 | 7 | 6.07
simple gates | 23 | 23 | 20.2
fa+ha+maj | 6 | 6 | 11.0
buf+inv | 9 | 17 | 4.96
-- per-stage QoR --
step	worst slack, ps	util (%)	power [mW]	std cells	area (um2)
floorplan	910	-	0.381	68	681
global placement	471	19.2	0.396	122	790
detailed placement	439	19.2	0.398	122	790
CTS	550	20.3	0.634	126	836
global route	504	20.3	0.663	126	836
finish	593	20.3	0.625	126	836
-- final timing paths --
kind         slack [ps]  cells past startpoint                          start                             to
max                 590                      1   reloj50.clk_out$_SDFFE_PP0N_                  clock_out_50M
min                 420                      1  reloj30.counter[0]$_SDFF_PP0_  reloj30.counter[0]$_SDFF_PP0_
max reg2reg         770                      4   reloj1.counter[0]$_SDFF_PP0_   reloj1.counter[4]$_SDFF_PP0_
min reg2reg         420                      1  reloj30.counter[0]$_SDFF_PP0_  reloj30.counter[0]$_SDFF_PP0_
-- power by group --
part | switching, mW | internal, mW | total (mW)
clock | 0.105 | 0.131 | 0.236
sequential | 0.0106 | 0.336 | 0.347
combinational | 0.0194 | 0.0232 | 0.0426
Power figures rest on the tool's default switching activity, not on a simulated workload.
