### flow/config.mk
export PLATFORM = sky130hd
export DESIGN_NAME = mux
export DESIGN_NICKNAME = mux
export VERILOG_FILES = /design/flow/design.v
export SDC_FILE = /design/flow/constraint.sdc
export NUM_CORES = 4
export LEC_CHECK = 1
export CORE_AREA = 10 10 70 70
export DIE_AREA = 0 0 80 80
### flow/constraint.sdc
current_design mux

set clk_period 4.2
set clk_io_pct 0.2

create_clock -name clk0 -period $clk_period

set non_clock_inputs [all_inputs -no_clocks]
set_input_delay [expr $clk_period * $clk_io_pct] -clock clk0 $non_clock_inputs
set_output_delay [expr $clk_period * $clk_io_pct] -clock clk0 [all_outputs]
### flow/design.v
`timescale 1ns / 1ps
module mux(
        input logic [6:0] dis0, 
        input logic [6:0] dis1,
        input logic [6:0] dis2,
        input logic [6:0] dis3,
        input logic [6:0] dis4,
        input logic [6:0] dis5,
        input logic [6:0] dis6,
        input logic [6:0] dis7,
        input logic [3:0] Control, 
        output logic [7:0] AA,  
        output logic [6:0] segment  
        );
logic [7:0] AAN;
logic [6:0] SN;
always_comb begin
          case (Control)
                'd0: 
                    begin 
                    SN=dis0;
                    AAN = 8'b00_000_001;           
                    end
                'd1: 
                    begin 
                    SN=dis1;
                    AAN = 8'b00_000_010;
                    end
                'd2: 
                    begin 
                    SN=dis2;
                    AAN = 8'b00_000_100;
                    end
                'd3: 
                    begin 
                    SN=dis3;
                    AAN = 8'b00_001_000;
                    end
                'd4: 
                    begin 
                    SN=dis4;
                    AAN = 8'b00_010_000;
                    end
                'd5: 
                    begin 
                    SN=dis5;
                    AAN = 8'b00_100_000;
                    end
                'd6: 
                    begin 
                    SN=dis6;
                    AAN = 8'b01_000_000;
                    end
                'd7: 
                    begin 
                    SN=dis7;
                    AAN = 8'b10_000_000;
                    end
                default: 
                        begin
                                SN=7'b0_000_000;
                                AAN = 8'b00_000_000;  
                    end 
          endcase
end       
assign AA=~AAN; 
assign segment=~SN;
endmodule
### flow/run.sh
#!/bin/bash
# OpenROAD 26Q1-2900-gdf79404cd8, Yosys 0.63+post, stock flow scripts
make -C /OpenROAD-flow-scripts/flow DESIGN_CONFIG=/design/flow/config.mk WORK_HOME=/design/flow/orfs finish
==> results.txt <==
run metrics: first-pass GRT wire length 4664 um, Vert. Die Dim about 80 um, Placed Area roughly 0.0014 mm2, ANT nets after route 0, Synth Cell Area 601.8 um2, via count 844, sequential power share 0%, die area 0.006400 mm2, Final Max Tran Viols 0, # diodes 0, overall overflow remaining after global route 0, Critical Path End Type primary output, Yosys cell types 29, CP Data Required Time 3360 ps, Die X-Extent roughly 80 um, Hold Violations, Final 0, tool warnings 32, status complete, no violations, RSZ-0062 raised after global routing no, Top cell area share 14.97%, floorplan utilization 17.62%, largest net degree at the start of global routing 12, Finish-stage setup viols 0, internal power ~85 uW, fmax 0.2782 GHz, fin crit period 3595 ps, core area between 0.003 and 0.004 mm2, worst-path maximum fanout 9, drt total wl about 3000 um, Sum Neg Setup Slack 0 ps, Power Density ~89 mW/mm2, period utilization 85.58%, IO Port Bufs between 70 and 80, Rows 21, kind of start point of the critical path primary input, # hold bufs at CTS 0, Clk network pwr share 0%, Initial DRC Count 32, Yosys chip area 601.8 um2, DRC viols 0, dpl hpwl between 2000 and 3000 um, Comb pwr share 100.0%, max cap viols 0, TritonRoute pass-1 iters 4, switching power total 37.65 uW, Sw Share 30.74%, maximum vdd ir drop 0.00003621 V, # Post-CTS Setup Buffers 0, # resized after CTS 0, CP Class primary input to primary output, area leader, netlist a22oi_1, P_leak a little under 0.0005 uW, worst-margin pin slew 422.7 ps, HP Class primary input to primary output, GRT Total Usage 8.866%, clock buffer count 0, WL per Instance 15.88 um, Final Non-Filler Cells 191, worst hold stages 3, Vias/cell ~4.4, worst path arrival time 2750 ps, Reg area 0 um2, Syn. warnings 1, initial antenna violation count 0, post-placement cell count about 190, routability-driven placement congestion ratio around 0.73, number of global-route vias before repair between 900 and 1000, Filler cells 360, biggest area cells a22oi_1 (15%), mux2i_1 (12%), nor3_2 (10%), a22o_1 (8.7%), o22ai_1 (6.2%), final std cell area, no fill roughly 0.0014 mm2, synthesis-to-finish area growth 127.7%, relative slew slack 71.69%, yosys cell count 75, post-synthesis cell count between 70 and 80, share of post-route cells with drive strength above 1 13.79%, flop count 0, register area share after synthesis 0%, # IOs 75, synthesized area per cell 8.024 um2
## cell type report
| cell class | instances | area [um2] | share of cell area (%) |
|---|---|---|---|
| Timing Repair Buffer | 77 | 765.7 | 55.89 |
| Tap cell | 46 | 57.56 | 4.201 |
| Multi-Input combinational cell | 66 | 539.3 | 39.36 |
| Inverter | 2 | 7.507 | 0.5479 |
## through the flow
| stage | hold slack (ps) | worst slack, ps | power, uW | utilization, % |
|---|---|---|---|---|
| after floorplan | 1704 | 1814 | 41.48 | - |
| after global placement | 2678 | 623.9 | 122.9 | 40.11 |
| after detailed placement | 2669 | 603.8 | 123.7 | 40.11 |
| after CTS | 2671 | 592.8 | 124.3 | 40.11 |
| after global routing | 2706 | 470.0 | 132.4 | 40.11 |
| final | 2657 | 605.4 | 122.5 | 40.11 |
## routing by layer
layer | share of wire (%) | GRT usage [%] | up-vias | wire (um)
met5 | 0 | 0 | - | 0
met4 | 0 | 0 | 0 | 0
met3 | 12 | 3.977 | 0 | 379
met2 | 48 | 15.17 | 42 | 1452
met1 | 40 | 10.55 | 369 | 1202
li1 | - | - | 433 | -
## synth_stat cells
cell type / instances
nor3b_4: 1
nor2b_1: 1
nor2b_4: 1
nor2_2: 2
a2111oi_4: 1
buf_4: 1
inv_1: 2
nand3_1: 1
clkbuf_1: 1
o22ai_1: 6
a22o_1: 6
and3_4: 1
buf_6: 3
nand2_1: 5
or2_1: 1
nor2_1: 7
buf_2: 1
clkbuf_2: 1
or3_1: 1
nor3_2: 6
a22oi_4: 1
or2_2: 1
nor2b_2: 1
o22ai_2: 1
mux2i_1: 7
a22oi_1: 12
and2_1: 1
a22oi_2: 1
and2_4: 1
## cell usage in the layout, fill, tap and decap left out, types with 2 or more instances in the layout
cell type        count
clkdlybuf4s50_1     75
inv_1                2
buf_4                2
o22ai_1              6
nor3_2               6
a22oi_1             12
mux2i_1              7
nand2_1              5
a22o_1               6
nor2_1               7
nor2_2               2
## power groups by stage
stage         logic, uW  registers, uW  clock network (uW)
finish              122              0                   0
global route        132              0                   0
CTS                 124              0                   0
## worst max-delay path: stages
cell	delay, ps
clkdlybuf4s50_1	560
nor2b_1	210
buf_4	170
a22oi_1	170
o22ai_1	120
nor3_2	170
clkdlybuf4s50_1	510
## worst paths after layout
kind | startpoint | to | slack, ps
hold / removal | dis3[5] | segment[5] | 2660
setup / recovery | Control[0] | segment[4] | 610
## cells by family (layout without fill, tap and decap cells)
group | Yosys count | in the layout | share of synthesized area (%)
mux | 7 | 7 | 11.64
compound gates | 28 | 28 | 42.20
simple gates | 31 | 31 | 35.76
buf+inv | 9 | 79 | 10.39
Power figures rest on the tool's default switching activity, not on a simulated workload.
